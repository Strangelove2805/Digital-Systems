==> ./design.v <==
module RegisterFile
(
	input logic Clock,					 
	input logic [5:0] AddressA,		 
	input logic [5:0] AddressB,		 
	input logic [15:0] WriteData,		 
	input logic WriteEnable,			 
	output logic [15:0] ReadDataA,	 
	output logic [15:0] ReadDataB		 
);
logic [15:0] Registers [63:0];		 
always @(posedge Clock)	 
    if (WriteEnable)									 
        Registers[AddressA] <= WriteData;		 
    else													 
		begin
        ReadDataA <= Registers[AddressA];		 
		  ReadDataB <= Registers[AddressB];		 
		end
endmodule
==> ./run.sh <==
#!/bin/bash
# OpenROAD 26Q1-2900-gdf79404cd8, Yosys 0.63+post, stock flow scripts
make -C /OpenROAD-flow-scripts/flow DESIGN_CONFIG=/design/flow/config.mk WORK_HOME=/design/flow/orfs finish
==> ./config.mk <==
export PLATFORM = sky130hd
export DESIGN_NAME = RegisterFile
export DESIGN_NICKNAME = RegisterFile
export VERILOG_FILES = /design/flow/design.v
export SDC_FILE = /design/flow/constraint.sdc
export NUM_CORES = 4
export LEC_CHECK = 1
export CORE_UTILIZATION = 50
==> ./constraint.sdc <==
current_design RegisterFile

set clk_period 14.1
set clk_io_pct 0.2

create_clock -name clk0 -period $clk_period [get_ports {Clock}]

set non_clock_inputs [all_inputs -no_clocks]
set_input_delay [expr $clk_period * $clk_io_pct] -clock clk0 $non_clock_inputs
set_output_delay [expr $clk_period * $clk_io_pct] -clock clk0 [all_outputs]
==> results.toml <==
# implementation run metrics
[floorplanning]
chipArea_um2 = 98490
chipHeight_um = 313.8
core-area_um2 = 96570
rows = 114
die_x_um = 313.8
ios = 62
initCoreUtil_pct = 50.35

[yosys]
yosys_area_um2 = 48620
netlist_area_um2 = 48620
top_cells_by_area = "edfxtp_1 65%, mux4_2 17%, mux2i_1 4.5%, a22oi_1 1.9%, a221oi_1 1.9%"
edf_count = 1056
mux_area_share_pct = 23.23
top_logic_kind = "multiplexers"
yosysWarnings = 1
top_area_cell = "edfxtp_1"
synth_seq_share_pct = 65.22
top_cells_by_count = "1056 x edfxtp_1, 361 x mux4_2, 218 x mux2i_1"
synth.distinct_cells = 55
synthCells = 2662
ys_sh_adder_pct = 0
aoi_share_pct = 6.761
synth-seq-cells = 1056
yosysMostFrequentCell = "edfxtp_1"
synthArstFlopShare_pct = 0
ys.flop_type = "edfxtp_1"
ys_cells = 2662
simple_gate_area_share_pct = 2.558
top_area_share_pct = 65.22
ys_sh_xor_pct = 0
synth.avg_cell_area_um2 = 18.26

[clock_network]
cts.sinks = 1056
insertion_delay_ns = 0.72
cts_hold_buf = 0
cts_tree = "yes"
cts_resized = 0
clockBufferDepth = 3
root_buffer = "clkbuf_16"
h-tree-depth = 3
cts-buffers-inserted = 112
cts_setup_buffers = 0
clkTransAtPathRegs_ns = 0.07

[worst_hold_path]
hold_path_class = "register to register"
worstHoldStart = "Registers[4][15]"
worstHoldPathCells = 3

[worst_setup_path]
path_depth = 11
endpoint = "ReadDataA[4]"
path_buffers = 5
cpMaxStageDelayCell = "o21ai_0"
worst-path-max-fanout = 43
critPathCaptureType = "register"
path_common_cell = "buf_4"
cp.arrival_ns = 7.42
crit_family = "buffers and inverters"
startpoint_type = "input port"
r2r_start = "Registers[29][1]"
path_cells = "buf_8 -> buf_4 -> buf_4 -> buf_4 -> nor2_4 -> buf_4 -> a221oi_1 -> nor2_1 -> o21ai_0 -> o21ai_0 -> or3_1"
worst-r2r-cell-count = 5
max_stage_delay_ns = 0.68
r2r_end = "ReadDataA[1]"
crit_path_start = "AddressA[2]"
worst_ep_required_time_ns = 14.55
r2r_slack_ns = 11.08
worstSetupPathType = "input port to register"

[global_routing]
antenna_found_initial = 19
grt_use_total_pct = 40.79
grt_max_degree = 85
overflow = 0
grt_pass1_vias = 32511
grt_pass1_wl_um = 244600

[final_timing]
timing.final.crit_period_ns = 6.967
max_freq_mhz = 143.5
fin_ws_ns = 7.133
finalCritPeriodShare_pct = 49.41
maxSlewViolCount = 0
fin_skew_ns = 0.03070
fin_tns_setup_ns = 0
tightest_slew_ns = 1.473
slew_headroom_pct = 0.7621
rsz0062_at_grt = "no"
hold_violations = 0
setup_viol = 0

[job]
maxCapViolCount = 0
warning_count = 26

[placed_design]
io_buffers = 61
hpwl_um = 107300
dp.cells = 3959
place_ws_ns = 6.657
place_congestion = 1.016
placed_area_um2 = 51330

[drt]
wl_per_cell_um = 41.95
vias = 29415
drc_errors = 0
wirelength_um = 175400
firstDrtPassIters = 6
first_iter_violations = 2666
postRouteAntennaNets = 0
vias_per_cell = 7.037

[power]
power.density_nw_per_um2 = 128.4
intPower_mw = 5.390
combPwrFrac_pct = 8.8
peakVddDrop_mv = 0.1083
switching_share_pct = 23.67
seqPwrFrac_pct = 49.8
leakagePower_nw = 17.64
power.share.clock_pct = 41.4
power_switching_mw = 1.671

[status]
status = "completed"

[final_layout]
drive_gt1_share_pct = 30.86
fill_cells = 7013
fin_area_um2 = 54980
fin_cells = 4180
area_growth_pct = 13.08
## flip-flops by register name (all words and copies together), names as in the netlist
register and flops:
Registers 1024, ReadDataB 16, ReadDataA 16
## worst min-delay path by stage
stage,to
global route,ReadDataA[7]
CTS,ReadDataA[7]
finish,ReadDataA[15]
## worst min-delay path: cells and delay by family, from the launching register on
family	cells	cell delay, ns
AOI/OAI and AO/OA	2	0.23
and+or+nand+nor	1	0.12
DFF	1	0.36
## cells by family (layout without fill, tap and decap cells)
family / Yosys count / in the layout
compound gates: 454 / 454
buf+inv: 224 / 456
flops: 1056 / 1056
mux: 666 / 666
other cells: 0 / 10
simple gates: 262 / 262
## placed cells by master (no fill, tap or decap), types with 38 or more instances in the layout
cell type and n:
edfxtp_1 1056, mux2i_1 218, clkdlybuf4s50_1 38, mux2_2 78, a21oi_1 63, nand2_1 55, nor2_2 61, clkbuf_16 112
mux4_2 361, buf_4 180, o21ai_0 53, a221oi_1 107, a22oi_1 125, nor2_1 64
## layer usage
layer  global-route usage, %  part of all wire [%]  vias to the layer above
met1                   47.47                    29                    14538
met4                   18.57                   6.2                       31
met2                   52.62                    43                     2689
met5                   6.286                  0.42                        -
met3                   36.99                    21                      450
li1                        -                     -                    11707
## power by group through the flow
| stage | registers, mW | logic, mW | clock network (mW) |
|---|---|---|---|
| 4_1_cts | 3.51 | 0.607 | 2.95 |
| 5_1_grt | 3.51 | 0.645 | 3.06 |
| 6_report | 3.51 | 0.621 | 2.93 |
## stage by stage
step	hold WS (ns)	total power [mW]	util [%]
2_1_floorplan	0.6300	3.891	-
3_3_place_gp	0.7773	4.180	53.15
3_5_place_dp	0.7949	4.182	53.15
4_1_cts	0.8119	7.069	56.90
5_1_grt	0.8528	7.223	56.92
6_report	0.8144	7.061	56.93
## area by class of cell
cell class                      count  area (um2)  share of cell area [%]
Timing Repair Buffer              241        1927                   3.505
Tap cell                         1276        1597                   2.904
Multi-Input combinational cell   1382       16080                   29.24
Antenna cell                       10       25.02                 0.04552
Sequential cell                  1056       31710                   57.68
Inverter                            4       16.27                 0.02959
Clock inverter                     82       757.0                   1.377
Clock buffer                      129        2867                   5.214
Power figures rest on the tool's default switching activity, not on a simulated workload.
