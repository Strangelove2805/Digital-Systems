$ cat flow/run.sh
#!/bin/bash
# OpenROAD 26Q1-2900-gdf79404cd8, Yosys 0.63+post, stock flow scripts
make -C /OpenROAD-flow-scripts/flow DESIGN_CONFIG=/design/flow/config.mk WORK_HOME=/design/flow/orfs finish
$ cat flow/config.mk
export PLATFORM = sky130hd
export DESIGN_NAME = ProgramCounter
export DESIGN_NICKNAME = ProgramCounter
export VERILOG_FILES = /design/flow/design.v
export SDC_FILE = /design/flow/constraint.sdc
export NUM_CORES = 4
export LEC_CHECK = 1
export CORE_AREA = 10 10 103 103
export DIE_AREA = 0 0 113 113
$ cat flow/constraint.sdc
current_design ProgramCounter

set clk_period 4.6
set clk_io_pct 0.2

create_clock -name clk0 -period $clk_period [get_ports {Clock}]

set non_clock_inputs [all_inputs -no_clocks]
set_input_delay [expr $clk_period * $clk_io_pct] -clock clk0 $non_clock_inputs
set_output_delay [expr $clk_period * $clk_io_pct] -clock clk0 [all_outputs]
$ cat flow/design.v
module ProgramCounter
(
	input logic Clock,									 
	input logic Reset,									 
	input logic LoadEnable,								 
	input logic OffsetEnable,							 
	input logic signed [8:0] Offset,					 
	input logic [15:0] LoadValue,						 
	output logic signed [15:0] CounterValue		 
);
always_ff @(posedge Clock, posedge Reset)				 
begin
        if (Reset)											 
            CounterValue <= 0;								 
        else if (LoadEnable)								 
				CounterValue <= LoadValue;						 
		  else if (OffsetEnable)							 
		      CounterValue <= CounterValue + Offset;		 
		  else													 
            CounterValue <= CounterValue + 1;			 
   end
endmodule
==> reports/results.ini <==
[outcome]
run_status=finished, final reports clean

[routing]
first_iter_violations=51
dr.pass1.iters=4
wl_met1_um=1739
post_drt_wl_per_cell_um=13.21
ant_nets=0
wl_met3_um=349
drc=0
wl_um=3844
antennaDiodeCount=0
wl_met2_um=1709
dr_total_vias=1141
top_layer=met4
viasPerCell=3.921

[setup_path]
startpoint_type=primary input
rrSetupSlack_ns=2.08
criticalPathCategory=in -> reg
worstRegToRegCells=8
arrival_ns=3.65
cp-end-kind=flip-flop
crit_required_ns=4.72
path_max_fanout=9

[cts]
h-tree-depth=1
clk_latency_ns=0.25
cts_resized=0
cts-hold-fix-buffers=0
cts.clk_slew.worst_paths_ns=0.06
cts_tree=yes
cts-root-buf=clkbuf_8
numCtsBuffers=3
clockBufferDepth=2
cts_post_setup_buffers_inserted=0
cts.sinks=16

[flow_run]
maxCapViolCount=0
warnings=25

[pwr]
leakage_nw=0.7665
peakVddDrop_mv=0.1155
total_power_uw=615.3
powerDensity_mw_per_mm2=322.5

[sta]
fin_worst_skew_ns=0.006062
timing.final.crit_period_ns=3.522
rsz0062_at_grt=no
worst_pin_slew_ns=0.6884
hold_slack_ns=0.6144
fmax_ghz=0.2839
hold_viol=0
finalCritPeriodShare_pct=76.57
slew_violations=0
setup_tns_ns=0
slew_headroom_pct=54.06
finalSetupViolations=0

[die]
die_w_um=113
ios=45
rows=33
initCoreUtil_pct=15.85
die_y_um=113
die_area_mm2=0.01277
core_mm2=0.008299

[synth]
yosys_cells=142
top_cell_area_share_pct=30.45
area_leaders=dfrtp_1, ha_1, xnor2_1, nand2_1, mux2i_1
flop_cell=dfrtp_1
syn-instance-count=142
syn_area_mm2=0.001315
edf_count=0
yosys_warnings=1
ys_async_sr_fraction_pct=100.0
numSynthFlops=16
synth_cell_types=37
syn_area_per_cell_um2=9.261
synth_area_leader_cell=dfrtp_1
ys_seq_share_pct=30.45
ys_chip_area_mm2=0.001315

[global_routing]
grt-ovfl-total=0
grt_pass1_vias=1221
grt_usage_pct=6.028
grt_max_degree=31
grt_pass1_wl_um=6299
antenna_found_initial=0

[place]
dp_hpwl_um=3081
portBuffers=44
globalplace.congestion=0.8250

[min_path]
whs_path_depth=2
min_path_type=reg -> reg

[layout]
final_cell_mix=clkdlybuf4s50_1, nand2_1, dfrtp_1
layout-drive-gt1-share_pct=11.83
area_growth_pct=45.10
largest_register=CounterValue
fill_cells=877
mostFrequentLayoutCell=clkdlybuf4s50_1
reg_top3=CounterValue (16)
largest_reg_flops=16

## cells by family (layout without fill, tap and decap cells)
family	after synthesis	after routing	synth area share [%]
compound gates	27	27	16.08
xor+xnor	13	13	8.658
fa+ha+maj	9	9	9.135
buf+inv	10	54	4.567
flops	16	16	30.45
mux	9	9	7.136
simple gates	58	58	23.98
## final cells by class
cell class	count	area [µm²]	area share, %
Clock buffer	4	55.05	2.885
Inverter	5	18.77	0.9836
Multi-Input combinational cell	116	854.6	44.79
Sequential cell	16	400.4	20.98
Tap cell	105	131.4	6.885
Timing Repair Buffer	45	447.9	23.48
## per-stage QoR
stage	instances	setup slack (ns)	util, %	area, µm²
6_report	291	1.078	22.99	1908
5_1_grt	291	0.8692	22.99	1908
4_1_cts	291	1.081	22.99	1908
3_5_place_dp	287	0.8227	22.33	1853
3_3_place_gp	287	0.9187	22.33	1853
2_1_floorplan	142	1.688	-	1315
## per-layer routing
layer / global-route usage (%) / vias up
met5: 0 / -
met1: 7.851 / 507
li1: - / 589
met2: 9.447 / 41
met3: 2.404 / 4
met4: 0.7614 / 0
## worst paths after layout
| path | startpoint | to |
|---|---|---|
| setup reg to reg | CounterValue[0] | CounterValue[10] |
| setup / recovery | OffsetEnable | CounterValue[10] |
| hold / removal | CounterValue[15] | CounterValue[15] |
| max in group asynchronous | Reset | CounterValue[15] |
| hold reg to reg | CounterValue[15] | CounterValue[15] |
| min in group asynchronous | Reset | CounterValue[9] |
## cells in the mapped netlist, types with 2 or more instances
cell type and number:
a221oi_2 2, nor3_1 3, buf_6 3, clkbuf_1 2
dfrtp_1 16, and2_1 8, ha_1 8, and3_2 3
mux2_2 3, o21ai_0 11, inv_1 5, or2_2 2
xnor2_1 9, o22ai_1 3, nand3_1 5, o21bai_1 2
xor2_1 4, nand2b_1 2, mux2i_1 6, nand2_1 19
o21ai_1 2, nor2_1 6, a21oi_1 4
## report_power, final
part	internal, mW	total (mW)	switching, mW
clock network	0.0760	0.128	0.0523
registers	0.170	0.203	0.0336
logic	0.163	0.284	0.121
total	0.409	0.615	0.207
## worst max-delay path, stage by stage
cell             delay [ns]
clkdlybuf4s50_1        0.64
nand2b_1               0.10
ha_1                   0.22
fa_1                   0.41
a21oi_1                0.23
o22ai_1                0.18
o41ai_4                0.43
mux2i_1                0.28
xor2_1                 0.15
o21ai_0                0.08
