===== config.mk =====
export PLATFORM = sky130hd
export DESIGN_NAME = VgaController
export DESIGN_NICKNAME = VgaController
export VERILOG_FILES = /design/flow/design.v
export SDC_FILE = /design/flow/constraint.sdc
export NUM_CORES = 4
export LEC_CHECK = 1
export CORE_AREA = 10 10 104 104
export DIE_AREA = 0 0 114 114

===== constraint.sdc =====
current_design VgaController

set clk_period 2.7
set clk_io_pct 0.2

create_clock -name clk0 -period $clk_period [get_ports {Clock}]

set non_clock_inputs [all_inputs -no_clocks]
set_input_delay [expr $clk_period * $clk_io_pct] -clock clk0 $non_clock_inputs
set_output_delay [expr $clk_period * $clk_io_pct] -clock clk0 [all_outputs]

===== design.v =====
module VgaController
(
	input Clock,
	input Reset,
	output logic  blank_n, 				
	output logic  sync_n, 
	output logic  hSync_n, 
	output logic  vSync_n, 
	output logic [11:0] nextX, 
	output logic [11:0] nextY 
);
	logic [11:0] hCount; 						 
	logic [11:0] vCount; 						 
always_ff @(posedge Clock) 					 
begin
	if (Reset)										 
		begin
			hCount <= 1;							 
			vCount <= 1;							 
		end
	else if (hCount >= 1040)					 
		begin
			hCount <= 1;							 
			if (vCount >= 666) 					 
				vCount <= 1;						 
			else 										 
				vCount <= vCount + 1;			 
		end
	else 												 
		hCount <= hCount + 1;					 
end
assign nextX = (hCount < 800) ? hCount : 0;							 
assign nextY = (vCount < 600) ? vCount : 0; 							 
assign hSync_n = ((hCount >= 856) & (hCount < 976)) ? 0 : 1;	 
assign vSync_n = ((vCount >= 637) & (vCount < 643)) ? 0 : 1;	 
assign blank_n = ((hCount >= 800) | (vCount >= 600)) ? 0 : 1;	 
assign sync_n = (((hCount >= 856) & (hCount < 976)) | ((vCount >= 637) & (vCount < 643))) ? 0 : 1;	
endmodule 

===== run.sh =====
#!/bin/bash
# OpenROAD 26Q1-2900-gdf79404cd8, Yosys 0.63+post, stock flow scripts
make -C /OpenROAD-flow-scripts/flow DESIGN_CONFIG=/design/flow/config.mk WORK_HOME=/design/flow/orfs finish

==> out/metrics.cfg <==
[final_timing]
timing.hold.ws_ps = 442.2
clock.fmax_mhz = 390.6
finalSetupTns_ps = 0
clock-skew-final_ps = 4.574
timing.final.max_slew_violations = 0
finalClockPeriodUsage_pct = 94.82
relSlewSlack_pct = 55.86
min_period_ps = 2560
rsz0062_at_grt = false
finalHoldViolations = 0
tightest_slew_ps = 660.1
finalSetupViolCount = 0

[synthesis]
synth_stat.cells = 192
yosys_warnings = 1
synth_xor_xnor_area_share_pct = 4.583
top_logic_kind = simple AND/OR/NAND/NOR gates
synth_cells = 192
common_cells = 24 x dfxtp_1, 20 x and2_1, 17 x nand2_1
ff_type = dfxtp_1
synth_seq_share_pct = 31.42
synth_area_per_cell_um2 = 7.963
yosysUniqueCellTypes = 40
synthArstFlopShare_pct = 0
synth_flops = 24
edf_count = 0
simple_gate_share_pct = 35.27
ys_sh_mux_pct = 0
aoi_share_pct = 16.78
top_area_cell = dfxtp_1
syn_area_um2 = 1529
yosys_area_um2 = 1529
top_cell_area_share_pct = 31.42
area_leaders = dfxtp_1 31%, and2_1 8.2%, ha_1 4.9%
adder_share_pct = 4.910
synth_top_cell_by_count = dfxtp_1

[global_routing]
grt-ovfl-total = 0
grt_pass1_vias = 1362
grt_max_degree = 15
antenna_found_initial = 0
track_usage_pct = 6.277
grt_pass1_wl_mm = 6.948

[floorplan]
die_x_um = 114
die_h_um = 114
placementRows = 34
core_um2 = 8678
dieArea_um2 = 13000
fp_util_pct = 17.62
num_io_pins = 30

[critical_path]
cp_slowest_cell = dfxtp_1
worstSetupEndpointType = primary output
cp_num_buf_inv = 1
setup.worst_path.start_class = flop
worstSetupPathType = reg -> out
cp.arrival_ps = 2020
path_max_fanout = 11
required_ps = 2160
worstPathCellList = nand3_1 -> o41ai_2 -> a32oi_1 -> clkdlybuf4s50_1
cp_top_family = AND-OR/OR-AND gates
cp_slowest_stage_delay_ps = 540

[cells_and_area]
drive_gt1_share_pct = 8.837
syn_to_final_growth_pct = 29.13
design_area_um2 = 1974

[pwr]
power_density_nw_per_um2 = 401.5
p_leak_nw = 0.7073
finalPower_mw = 0.7927
irDropWorstVdd_v = 0.0003068

[clock_tree]
cts_tree = done
hold_buffers = 0
clk_pin_slew_ps = 90
h-tree-depth = 1
numCtsBuffers = 3
clock_latency_ps = 270
post_cts_buffers = 0
root_buffer = clkbuf_8
clk_path_buf_depth = 2
cts_num_sinks = 24

[placement]
place_area_um2 = 1882
place.gp.congestion = 0.8766
hpwl_mm = 3.011
io_buffers = 25

[flow_run]
warning_count = 30
maxCapViolCount = 0

[detailed_routing]
route.detailed.drc = 0
avgRoutedWirePerCell_um = 12.69
drt-total-wl_mm = 4.100
drtAntennaViolNets = 0
vias_per_cell = 4.430
num_antenna_cells = 0
drt_iter0_markers = 118
drt_pass1_iterations = 4
vias = 1431

[min_path]
min_path_type = reg -> reg

[run_status]
status = complete, no violations

[report_power, final]
part / internal, mW / total, mW / switching [mW]
logic: 0.0447 / 0.0869 / 0.0422
clock network: 0.199 / 0.326 / 0.127
registers: 0.364 / 0.380 / 0.0159
total: 0.607 / 0.793 / 0.185
[kinds of logic (layout without fill, tap and decap cells)]
kind of cell,after synthesis,in the layout
xor gates and xnor gates,8,8
adders and majority gates,6,6
DFF,24,24
AOI/OAI and AO/OA,34,34
and+or+nand+nor,99,99
other,1,5
buffers and inverters,20,39
[state kept, by name (all words and copies together) (netlist names)]
register and count:
hCount 12, vCount 12
[cells in the final DEF (no fill, tap or decap), types with 2 or more instances in the layout]
cell type / synthesis / routed
dfxtp_1: 24 / 22
o31ai_1: 3 / 3
and4_1: 2 / 2
clkbuf_8: 0 / 3
nor2b_1: 2 / 2
inv_1: 5 / 5
nand3_1: 7 / 7
a21oi_1: 8 / 8
ha_1: 6 / 6
xor2_1: 5 / 5
xnor2_1: 3 / 3
clkdlybuf4s50_1: 0 / 25
a22o_1: 3 / 3
nand4_1: 3 / 3
o21ai_0: 5 / 5
a21o_1: 2 / 2
dfxtp_2: 0 / 2
nor2_1: 15 / 15
conb_1: 1 / 5
nor3_1: 15 / 14
buf_4: 4 / 5
nand2_1: 17 / 17
a221o_1: 5 / 5
nor4_2: 1 / 2
and2_1: 20 / 20
nor4_1: 7 / 6
and3_1: 5 / 5
[layout make-up]
class | count | area, um2
clock buffers | 3 | 41.29
clock inverters | 1 | 30.03
fillers | 957 | 6704
inverters | 5 | 18.77
multi-input cells | 152 | 978.4
flip-flops and latches | 24 | 483.0
well taps | 108 | 135.1
repair buffers | 30 | 287.8
[layer usage]
| metal | vias up | GRT usage (%) | wire, um |
|---|---|---|---|
| met5 | - | 0 | 0 |
| met4 | 0 | 0.7519 | 34 |
| met3 | 2 | 2.499 | 455 |
| met2 | 59 | 8.580 | 1664 |
| met1 | 649 | 9.295 | 1946 |
| li1 | 721 | - | - |
[worst paths after layout]
kind                                        startpoint                endpoint  slack, ps  cells after the start
worst max register to register  vCount[4]$_SDFFE_PP0P_  vCount[9]$_SDFFE_PP0P_        850                      4
worst min-delay path              hCount[0]$_SDFF_PP1_    hCount[0]$_SDFF_PP1_        440                      1
worst max-delay path            vCount[4]$_SDFFE_PP0P_                  sync_n        140                      4
worst min register to register    hCount[0]$_SDFF_PP1_    hCount[0]$_SDFF_PP1_        440                      1
[repair_timing]
action                                  in CTS  in global routing
hold endpoints to repair                     0                  0
pin swaps                                    0                  0
resized                                      1                  4
gates cloned                                 0                  0
endpoints found under the setup margin       2                  3
[stage by stage]
| step | worst slack, ps | std cells | utilization [%] |
|---|---|---|---|
| after floorplan | 1008 | 196 | - |
| after global placement | 337.8 | 319 | 21.68 |
| after detailed placement | 269.8 | 319 | 21.68 |
| after CTS | 98.41 | 323 | 22.59 |
| after global routing | 3.982 | 323 | 22.75 |
| final | 139.9 | 323 | 22.75 |
